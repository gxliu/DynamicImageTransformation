--- design/flow/design.v ---
`timescale 1ns / 1ps
module lead_control(
    input clock,
    input [63:0] rxd_data_i,
    input valid_i,
	 input [6:0] follow_i,
    output [6:0] lead_o, lead_next_o,
    output reg data_we_o,
	 output reg [2:0] mode_num_o,
    output [10:0] write_addr_o,  
    output [31:0] write_data_o
    );
wire buff_full_w; 
reg next_data_we_o;
 wire ready2fire_w, next_ready2fire_w;
reg [6:0] curr_lead_r, next_lead_r;  
reg [6:0] curr_lead_next_r, next_lead_next_r; 
assign write_addr_o = rxd_data_i[ 50: 40];
assign write_data_o = rxd_data_i[39 :8];
assign buff_full_w = (curr_lead_next_r == follow_i)? 1'b1 : 1'b0;
assign ready2fire_w = ( 
									mode_r == 3'b000 &&
									rxd_data_i[ 7: 0 ] == 8'b0000_0000 &&
									rxd_data_i[ 63: 56 ] == 8'b1111_1111 &&
									buff_full_w == 1'b0)? 
									1'b1 : 
									1'b0 ;
assign lead_o = curr_lead_r;
assign lead_next_o = curr_lead_next_r;
reg [(4-1):0] curr_sm_lead = 4'b1000;
reg [(4-1):0] next_sm_lead = 4'b1000;
	always @ (curr_sm_lead, ready2fire_w,curr_lead_r, curr_lead_next_r, valid_i) begin
		case (curr_sm_lead)
			4'b1000 : begin
				next_data_we_o <= 1'b0;
				next_lead_r <= { 7{ 1'b0 } };
				next_lead_next_r[6:1] <= { 6{1'b0} };
				next_lead_next_r[0] <= 1'b1;
				if(valid_i == 1'b1) begin
					next_sm_lead <= 4'b0100;
				end else begin
					next_sm_lead <= 4'b1000;
				end
			end
			4'b0100 : begin
				next_data_we_o <= 1'b0;
				next_lead_r <= curr_lead_r;
				next_lead_next_r <= curr_lead_next_r;
				if (ready2fire_w == 1'b1 && valid_i == 1'b1) begin
					next_sm_lead <= 4'b0010;
				end else begin
					next_sm_lead <= 4'b0100;
				end
			end
			4'b0010 : begin
				next_data_we_o <= 1'b1;
				next_lead_r <= curr_lead_r;
				next_lead_next_r <= curr_lead_next_r;
				next_sm_lead <= 4'b0001;
			end
			4'b0001 : begin
				next_data_we_o <= 1'b0;
				if( ready2fire_w == 1'b0 || valid_i == 1'b0) begin
					next_lead_r <= curr_lead_r + 7'b0000001;
					next_lead_next_r <= curr_lead_next_r + 7'b0000001;
					next_sm_lead <= 4'b0100;
				end else begin
					next_lead_r <= curr_lead_r;
					next_lead_next_r <= curr_lead_next_r;
					next_sm_lead <= 4'b0001;
				end
			end
		endcase
	end
	always @ (posedge clock ) begin
			curr_sm_lead <= next_sm_lead;
			curr_lead_r <= next_lead_r;
			curr_lead_next_r <= next_lead_next_r;
			mode_r <= next_mode_r;
			mode_num_o <= next_mode_r;
			data_we_o <= next_data_we_o;
	end
reg [2:0] mode_st;
reg [2:0] mode_r;
reg [2:0] next_mode_r;
reg [19:0] mode_cnt;
always @ (posedge valid_i) begin
	next_mode_r <= mode_r + 3'b001;
end
initial begin
	mode_cnt = 20'b0000_0000_0000_0000_0000;
	mode_st = 3'b001;
	mode_r = 3'b000;
	next_mode_r = 3'b000;
end
endmodule
--- design/flow/run.sh ---
#!/bin/bash
# OpenROAD 26Q1-2900-gdf79404cd8, Yosys 0.63+post, stock flow scripts
make -C /OpenROAD-flow-scripts/flow DESIGN_CONFIG=/design/flow/config.mk WORK_HOME=/design/flow/orfs finish
--- design/flow/config.mk ---
export PLATFORM = sky130hd
export DESIGN_NAME = lead_control
export DESIGN_NICKNAME = lead_control
export VERILOG_FILES = /design/flow/design.v
export SDC_FILE = /design/flow/constraint.sdc
export NUM_CORES = 4
export LEC_CHECK = 1
export CORE_AREA = 10 10 101 101
export DIE_AREA = 0 0 111 111
--- design/flow/constraint.sdc ---
current_design lead_control

set clk_period 1.0
set clk_io_pct 0.2

create_clock -name clk0 -period $clk_period [get_ports {clock}]
create_clock -name clk1 -period $clk_period [get_ports {valid_i}]

set non_clock_inputs [all_inputs -no_clocks]
set_input_delay [expr $clk_period * $clk_io_pct] -clock clk0 $non_clock_inputs
set_output_delay [expr $clk_period * $clk_io_pct] -clock clk0 [all_outputs]
==> flow_summary.ini <==
; flow metrics
[run_status]
status = complete, no violations

[sta]
timing.final.max_slew_violations = 0
hold_vio_cnt_final = 0
number_of_unconstrained_endpoints = 38
setup_viol = 0
rsz_0062_raised_after_global_routing = false
count_of_unclocked_register_or_latch_pins = 19
fin_setup_tns_ns = 0
worstMarginPinSlew_ns = 0.683
timing.slew.headroom = 0.540
hold-worst-slack_ns = 0.375
setup_slack_ns = 0.0440

[global_route]
number_of_global_route_vias_before_repair = 1999
largest_net_degree_at_the_start_of_global_routing = 15
gr-total-overflow = 0
grt.total_usage = 0.0855
antenna_found_initial = 0
wire_length_of_the_first_global_routing_pass_um = 8430

[setup_path]
critical_path_class = reg2out
ff2ff_path_depth = 2
setup.reg_to_reg.worst_slack_ns = 0.25
cp_data_arrival_time_ns = 0.76
rr_startpoint = mode_r[0]
cpLargestDelayFamily = flip-flops
path_cells = clkdlybuf4s15_1
timing.critical_path.to_type = output port
crit_buf_inv = 1
cp-start-kind = register
cp_max_fo = 1
worst-endpoint-required_ns = 0.80
crit-reg2reg-capture = next_mode_r[1]
worst_path_max_delay_cell = sky130_fd_sc_hd__dfxtp_2
slowest_delay_ns = 0.32

[synth]
yosys_warnings = 1
yosys_area_sq_um = 1990
postSynth.asyncResetShare = 0
mappedNetlistArea_sq_um = 1990
largest_area_cell = sky130_fd_sc_hd__dfxtp_1
synth.yosys.num_cells = 211
syn-instance-count = 211
synth_flop_count = 47
post_synth_edffs = 0
synth.distinct_cells = 40
top_cells_area = sky130_fd_sc_hd__dfxtp_1 28%, sky130_fd_sc_hd__buf_4 17%, sky130_fd_sc_hd__dlxtn_1 14%, sky130_fd_sc_hd__xor2_1 4.4%, sky130_fd_sc_hd__nor4b_1 3.1%
area_share_of_the_leading_cell_type_in_the_synthesized_netlist = 0.282
dominantRegCellSynth = sky130_fd_sc_hd__dfxtp_1
synth_area_per_cell_sq_um = 9.43

[floorplan]
floorplanUtilization = 0.245
floorplan.core_area_sq_um = 8130
top_level_ports = 134
die.size.y_um = 111
floorplan_die_width_um = 111
dieArea_sq_um = 12300
rows = 33

[finish]
num-fill-cells = 824
layout.cells.most_common_list = 27 x sky130_fd_sc_hd__clkbuf_8, 23 x sky130_fd_sc_hd__clkdlybuf4s50_1, 19 x sky130_fd_sc_hd__dlxtn_1
syn_to_final_growth_pct = 34.3
combGateArea_sq_um = 778
sequential_cell_area_sq_um = 866
finalCoreUtilization = 0.329
post_route_cells_drive_above_1_share = 0.319
mostFrequentLayoutCell = sky130_fd_sc_hd__clkbuf_8
finish.cell_count_without_fillers = 359

[pwr]
power_report.internal_total_mw = 2.37
p_leak_nw = 1.19
switching_power_total_mw = 0.693
power.density_cell_area_nw_per_um2 = 1150
power.combinational.fraction = 0.050
register_share_of_total_power = 0.375
share_clk_of_total_power = 0.575
switching_share = 0.226
vdd_ir_drop_max_v = 0.000486

[run]
max_cap_viol_count = 0
tool_warnings = 69

[placement]
place.detailed.hpwl_um = 3210
placed_cells = 324
buffer_ports.inserted = 41
gp_routability_congestion = 0.842
post-place-ws_ns = -0.00277

[hold_path]
hold-path-endpoint = mode_num_o[1]
timing.hold.worst.class = reg2reg
hold_depth = 0
worstHoldStart = next_mode_r[1]

[drt]
drt-wirelength-per-cell_um = 14.5
wl_um = 5200
antenna_left = 0
drt_pass1_iterations = 4
dr.first_iter.drc_count = 84
antenna-diode-count = 0
vias_per_cell = 4.52
detail_route.drc_violations = 0
route.vias.total = 1622

[cts]
clk_transition_reported_paths_ns = 0.09
post_cts.repair.setup_buffers = 0
postCtsHoldBufs = 0
cts_tree = yes
## worst max-delay path by stage
stage	slack [ns]	from	cells past startpoint	endpoint
after CTS	0.0002	curr_lead_r[0]	1	lead_o[0]
after global routing	0.004	data_we_o	1	data_we_o
final	0.04	data_we_o	1	data_we_o
## cell families after synthesis
logic type | share of synthesized area
AND/OR/NAND/NOR | 0.199
buffers and inverters | 0.184
AND-OR/OR-AND | 0.109
flip-flops | 0.282
latches | 0.143
XOR/XNOR | 0.0528
adder cells (fa/ha/maj) | 0.0251
multiplexers | 0.00566
## synthesized netlist by cell type (3+ instances only)
library cell	count
sky130_fd_sc_hd__buf_4	44
sky130_fd_sc_hd__dfxtp_1	28
sky130_fd_sc_hd__dlxtn_1	19
sky130_fd_sc_hd__nor2_1	13
sky130_fd_sc_hd__nand3_1	10
sky130_fd_sc_hd__xor2_1	10
sky130_fd_sc_hd__a21oi_1	8
sky130_fd_sc_hd__nand2_1	7
sky130_fd_sc_hd__nor4b_1	7
sky130_fd_sc_hd__or3_1	6
sky130_fd_sc_hd__a21o_1	5
sky130_fd_sc_hd__a22o_1	4
sky130_fd_sc_hd__ha_1	4
sky130_fd_sc_hd__nand2b_1	4
sky130_fd_sc_hd__nand4_1	4
sky130_fd_sc_hd__nand4b_1	3
sky130_fd_sc_hd__nor3_1	3
sky130_fd_sc_hd__nor4_1	3
## per-layer routing
layer	vias up	global-route usage	wire length [um]
met3	15	0.0958	757
met1	741	0.0928	2350
met4	0	0.0686	98
met5	-	0	0
li1	773	-	-
met2	93	0.0853	2000
## cell type report
cell class              count  share of cell area
well taps                 105              0.0492
inverters                   2             0.00281
multi-input cells         113               0.291
repair buffers             57               0.172
clock inverters             3              0.0145
clock buffers              32               0.146
flip-flops and latches     47               0.324
## through the flow
step	power, mW	instance area [sq um]
after floorplan	1.37	1990
after global placement	1.38	2290
after detailed placement	1.38	2290
after CTS	3.14	2720
after global routing	3.23	2670
final	3.06	2670
## what timing repair did
| action | 4_1_cts | 5_1_grt |
|---|---|---|
| endpoints found under the hold margin | 0 | 0 |
| gates resized | 55 | 12 |
| setup endpoints to repair | 18 | 12 |
## sequential cells by signal, summed over array words and instances (netlist names)
name and count:
curr_lead_next_r 7, curr_lead_r 7, next_lead_next_r 7, next_lead_r 7
curr_sm_lead 4, next_sm_lead 4, mode_num_o 3, mode_r 3
next_mode_r 3, data_we_o 1, next_data_we_o 1
## power by group through the flow
stage	Clock, mW	Sequential (mW)	Combinational, mW
after CTS	1.83	1.15	0.156
after global routing	1.92	1.15	0.166
final	1.76	1.15	0.154
Power is estimated from default activity; no workload was simulated.
